## flow/run.sh

```bash
#!/bin/bash
# OpenROAD 26Q1-2900-gdf79404cd8, Yosys 0.63+post, stock flow scripts
make -C /OpenROAD-flow-scripts/flow DESIGN_CONFIG=/design/flow/config.mk WORK_HOME=/design/flow/orfs finish
```

## flow/config.mk

```make
export PLATFORM = sky130hd
export DESIGN_NAME = ALU
export DESIGN_NICKNAME = ALU
export VERILOG_FILES = /design/flow/design.v
export SDC_FILE = /design/flow/constraint.sdc
export NUM_CORES = 4
export LEC_CHECK = 1
export CORE_AREA = 10 10 93 93
export DIE_AREA = 0 0 103 103
```

## flow/constraint.sdc

```tcl
current_design ALU

set clk_period 10.6
set clk_io_pct 0.2

create_clock -name clk0 -period $clk_period

set non_clock_inputs [all_inputs -no_clocks]
set_input_delay [expr $clk_period * $clk_io_pct] -clock clk0 $non_clock_inputs
set_output_delay [expr $clk_period * $clk_io_pct] -clock clk0 [all_outputs]
```

## flow/design.v

```verilog
module ALU(
input [15:0] x,y,
output [15:0] z,
output sign, zero, parity, carry, overflow
);
assign {carry,z}=x+y;
assign sign=z[15];
assign zero=~|z;
assign parity=~^z;
assign overflow=(x[15]&y[15]&~z[15])|(~x[15]&~y[15]&z[15]);
endmodule
module alu_tb();
reg [15:0] x,y;
wire [15:0] z;
wire s,ze,p,c,of;
ALU alu(.x(x),.y(y),.z(z),.sign(s),.zero(ze),.parity(p),.carry(c),.overflow(of));
initial begin
$monitor("time: %0t, x: %h, y: %h, z: %h, sign: %b, zero: %b, parity: %b, carry: %b, overflow: %b",$time,x,y,z,s,ze,p,c,of);
x=16'h8fff; y=16'h8000;
#5 x=$urandom%65535; y=$urandom%65535;
#5 x=$urandom%65535; y=$urandom%65535;
#5 x=$urandom%65535; y=$urandom%65535;
end
endmodule
```

==> GITHUB_STEP_SUMMARY <==
### Flow metrics

| Metric | Value |
|---|---|
| Status | completed |
| Crit path arrival time | about 5.6 ns |
| Largest net degree at the start of global routing | 11 |
| DRC | 0 |
| Switching fraction of total power | 0.377 |
| Power density over cell area | between 90 and 100 nW/um^2 |
| Yosys warning tally | 0 |
| Max cap viols | 0 |
| Num rows | 30 |
| FP Util | 0.164 |
| Iteration count of the initial detailed-routing pass | 6 |
| Psw | about 64 uW |
| Tcrit/Tclk final | 0.731 |
| Number of global-route vias before repair | about 1100 |
| PortBufs | around 53 |
| Nature of the critical path endpoint | output port |
| Crit path launch type | input pin |
| VDD IR max | ~53 uV |
| Setup bufs post-CTS | 0 |
| Slew HR | 0.704 |
| Avg Cell Area, Syn | around 7.8 um^2 |
| Hold crit path type | in2out |
| First-pass GRT wire length | between 5 and 6 mm |
| Sequential cell area | 0 um^2 |
| Synth area leaders | ha_1 28%, xnor2_1 10%, inv_1 5.8%, xor2_1 5.5%, a21o_1 4.7% |
| Fin Setup TNS | 0 ns |
| Layout Utilization | 0.253 |
| Cell total in the yosys stat output | 143 |
| Max-area cell share | 0.282 |
| Pint | 106 uW |
| Maximum clock rate | 129 MHz |
| Final Hold Vio Count | 0 |
| Routability Congestion | 0.817 |
| Final setup margin | approximately 2.9 ns |
| Vias after detailed routing | approximately 1100 |
| Min Clock Period, post-route | 7.74 ns |
| Wire length per cell | 12.1 um |
| Setup WS pre-CTS | about 2.8 ns |
| Routed Antenna Nets | 0 |
| Hpwl dp | roughly 3 mm |
| Congestion Overflow GR | 0 |
| Crit path DRT | 8.48 ns |
| Comb power frac | 1.000 |
| Distinct cell type count after synthesis | about 41 |
| Die H | between 100 and 150 um |
| GRT Overall Usage | 0.0594 |
| RSZ-0062 raised after global routing | no |
| Chip area | between 10000 and 15000 um^2 |
| Pleak | roughly 0.76 nW |
| Synth Seq Share | 0 |
| Yosys top cell by instances | ha_1 |
| Core area | between 6000 and 7000 um^2 |
| Tool Warnings | 33 |
| DIE WIDTH | between 100 and 150 um |
| Ant diodes | 0 |
| Vias per inst | 4.15 |
| Clock buf count | 0 |
| Area grow syn2layout | 54.4% |
| Crit Path Max Fanout | 4 |
| Drt first-iter violations | 33 |
| Yosys chip area | 1110 um^2 |
| Initial antenna violation count | 0 |
| Cells after Synth | between 100 and 150 |
| Fin. max-slew vios | 0 |
| Mapped Area | 1110 um^2 |
| Endpoints failing setup | 0 |
| Worst Path Class, Setup | in2out |
| Post-cts sizing count | 0 |
| Boundary Pins | 53 |
| DRT Wirelength | 3.28 mm |
| Largest area contributor in the netlist | ha_1 |
| Share of layout cells above drive strength 1 | 0.0681 |
| Worst slew pin tran | ~0.44 ns |
| Clock Power Share | 0 |
| Top cells by count, synth | 25 x ha_1, 17 x inv_1, 13 x xnor2_1 |
| Seq pwr share | 0 |
| Hold-fix buffers at CTS | 0 |
| Sequential cell count | 0 |
metal layers:
metal | GRT usage | up-vias | routed length (um)
li1 | - | 605 | -
met1 | 0.0726 | 485 | 1390
met2 | 0.103 | 30 | 1600
met3 | 0.0156 | 4 | 248
met4 | 0.00963 | 0 | 38
met5 | 0 | - | 0
kinds of logic after synthesis:
kind of cell             count (synthesis)  synth area share
AND-OR/OR-AND                           45             0.305
multiplexers                             2            0.0192
XOR/XNOR                                20             0.158
buffers and inverters                   23            0.0858
adder cells (fa/ha/maj)                 26             0.300
AND/OR/NAND/NOR                         27             0.132
cells in the final DEF (no fill, tap or decap), types with 2 or more instances in the layout:
cell / n
clkdlybuf4s50_1: 53
ha_1: 25
inv_1: 17
xnor2_1: 13
a21oi_1: 10
o21ai_0: 9
nand2_1: 8
a21o_1: 7
nor2_1: 7
xor2_1: 7
a211oi_1: 2
o21a_1: 2
o31a_1: 2
nand3_1: 2
a21o_2: 2
nand4_1: 2
critical path, stage by stage:
cell and delay, ns:
clkdlybuf4s50_1 0.40, ha_1 0.23, inv_1 0.08, fa_1 0.24, nor2b_4 0.05, o31a_1 0.27
o31a_4 0.32, a31oi_4 0.22, mux2i_1 0.25, o2111a_1 0.22, ha_1 0.23, xnor2_1 0.19
xnor2_1 0.15, xnor2_1 0.13, clkdlybuf4s50_1 0.50
stage by stage:
| stage | hold slack (ns) | cell area [um^2] | std cells | total power [mW] |
|---|---|---|---|---|
| after floorplan | 4.33 | 1110 | 143 | 0.0924 |
| after global placement | 5.30 | 1710 | 271 | 0.174 |
| after detailed placement | 5.33 | 1710 | 271 | 0.174 |
| after CTS | 5.32 | 1710 | 271 | 0.175 |
| after global routing | 5.36 | 1710 | 271 | 0.188 |
| final | 5.31 | 1710 | 271 | 0.170 |
path summary, 6_finish.rpt:
path | slack [ns] | startpoint | cells after the start | end
worst max-delay path | 2.86 | y[0] | 15 | parity
worst min-delay path | 5.31 | x[0] | 3 | z[0]
area by class of cell:
cell class | count | area [um^2]
repair buffers | 53 | 531
fillers | 735 | 5040
multi-input cells | 120 | 1010
inverters | 18 | 67.6
well taps | 80 | 100
power by group through the flow:
stage | Sequential [mW] | Combinational [mW] | Clock, mW
4_1_cts | 0 | 0.175 | 0
5_1_grt | 0 | 0.188 | 0
6_report | 0 | 0.170 | 0
Power and IR drop assume default switching activity.
